==> design.v <==
`timescale 1ns / 1ps
module uc(
        clk,
        rst,
        ri,
        ind,
        regs_addr,
        regs_oe,
        regs_we,
        alu_oe,
        alu_carry,
        alu_opcode,
        ram_oe,
        ram_we,
        io_oe,
        io_we,
        cp_oe,
        cp_we,
        ind_sel,
        ind_oe,
        ind_we,
        am_oe,
        am_we,
        aie_oe,
        aie_we,
        t1_oe,
        t1_we,
        t2_oe,
        t2_we,
        ri_oe,
        ri_we,
        disp_state
    );
parameter word_width =          16;
parameter state_width =         16;
input                           clk;
input                           rst;
input [word_width-1 : 0]        ri;
input [word_width-1 : 0]        ind;
output reg                      alu_oe;
output reg                      alu_carry;
output reg[3 : 0]               alu_opcode;
output reg                      ram_oe;
output reg                      ram_we;
output reg                      io_oe;
output reg                      io_we;
output reg[2 : 0]               regs_addr;
output reg                      regs_oe;
output reg                      regs_we;
output reg                      cp_oe;
output reg                      cp_we;
output reg                      ind_sel;         
output reg                      ind_oe;
output reg                      ind_we;
output reg                      am_oe;
output reg                      am_we;
output reg                      aie_oe;
output reg                      aie_we;
output reg                      t1_oe;
output reg                      t1_we;
output reg                      t2_oe;
output reg                      t2_we;
output reg                      ri_oe;           
output reg                      ri_we;
output[state_width-1 : 0]       disp_state;
wire [0:6]                      cop;
wire                            d;
wire [0:1]                      mod;
wire [0:2]                      rg;
wire [0:2]                      rm;
assign cop  = {ri[0], ri[1], ri[2], ri[3], ri[4], ri[5], ri[6]};
assign d    = {ri[7]};
assign mod  = {ri[8], ri[9]};
assign rg   = {ri[10], ri[11], ri[12]};
assign rm   = {ri[13], ri[14], ri[15]};
reg [state_width-1 : 0] state = 'h00, state_next;
reg [state_width-1 : 0] decoded_src, decoded_src_next;       
reg [state_width-1 : 0] decoded_dst, decoded_dst_next;       
reg [state_width-1 : 0] decoded_exec, decoded_exec_next;     
reg [state_width-1 : 0] decoded_store, decoded_store_next;   
reg decoded_d, decoded_d_next;                               
always @(posedge clk) begin
    state <= 'h00;
    if(!rst) begin
        state <= state_next;
        if(state == 'h20) begin
            decoded_src <= decoded_src_next;
            decoded_dst <= decoded_dst_next;
            decoded_exec <= decoded_exec_next;
            decoded_store <= decoded_store_next;
            decoded_d <= decoded_d_next;
        end
    end
end
always @(*) begin
    state_next = 'h00;
    decoded_src_next = 'h00;
    decoded_dst_next = 'h00;
    decoded_exec_next = 'h00;
    decoded_store_next = 'h00;
    decoded_d_next = 0;
    alu_oe = 0;
    alu_carry = 0;
    alu_opcode = 0;
    ram_oe = 0;
    ram_we = 0;
    io_oe = 0;
    io_we = 0;
    regs_addr = 0;
    regs_oe = 0;
    regs_we = 0;
    cp_oe = 0;
    cp_we = 0;
    ind_sel = 0;
    ind_oe = 0;
    ind_we = 0;
    am_oe = 0;
    am_we = 0;
    aie_oe = 0;
    aie_we = 0;
    t1_oe = 0;
    t1_we = 0;
    t2_oe = 0;
    t2_we = 0;
    ri_oe = 0;
    ri_we = 0;
    case(state)
        'h00: begin
            state_next = 'h10;
        end
        'h10: begin
            cp_oe = 1;
            am_we = 1;
            state_next = 'h10 + 1;
        end
        'h10 + 'd1: begin
            am_oe = 1;
            state_next = 'h10 + 2;
        end
        'h10 + 'd2: begin
            ram_oe = 1;
            ri_we = 1;
            state_next = 'h20;
        end
        'h20: begin
            if(cop[0:3] == 4'b0001) begin            
                decoded_d_next      = 0;
                decoded_dst_next    = mod == 2'b11 ? 'h50 : 'h54;
                decoded_src_next    = decoded_dst_next;
                decoded_exec_next   = 'h60;
                decoded_store_next  = mod == 2'b11 ? 'h70 : 'h74;
            end
            else if(cop[0:2] == 3'b010) begin        
                decoded_d_next      = d;
                decoded_dst_next    = (mod == 2'b11) || (d == 1) ? 'h50 : 'h54;
                decoded_src_next    = (mod == 2'b11) || (d == 0) ? 'h40 : 'h44;
                decoded_exec_next   = 'h64;
                decoded_store_next  = !cop[3] ? 'h80 : ((mod == 2'b11) || (d == 1) ? 'h70 : 'h74);
            end
            case(mod)
                2'b00: begin
                    state_next = rm[0] ? 'h34 : 'h30;
                end
                2'b11: begin
                    state_next = decoded_src_next;
                end
            endcase
        end
        'h30: begin
            regs_addr = rm[1] ? 7 : 6;
            regs_oe = 1;
            t1_we = 1;
            state_next = 'h30 + 1;
        end
        'h30 + 'd1: begin
            regs_addr = rm[2] ? 5 : 4;
            regs_oe = 1;
            t2_we = 1;
            state_next = 'h30 + 2;
        end
        'h30 + 'd2: begin
            t1_oe = 1;
            t2_oe = 1;
            alu_carry = 0;
            alu_opcode = 0;
            alu_oe = 1;
            if(decoded_d)
                t2_we = 1;
            else
                t1_we = 1;
            state_next = decoded_src;
        end
        'h34: begin
            regs_addr = rm;
            regs_oe = 1;
            if(decoded_d)
                t2_we = 1;
            else
                t1_we = 1;
            state_next = decoded_src;
        end
        'h40: begin
            regs_addr = decoded_d ? rm : rg;
            regs_oe = 1;
            t2_we = 1;
            state_next = decoded_dst;
        end
        'h44: begin
            t1_oe = 0;
            t2_oe = 1;
            alu_opcode = 5;
            alu_oe = 1;
            am_we = 1;
            state_next = 'h44 + 1;
        end
        'h44 + 'd1: begin
            am_oe = 1;
            state_next = 'h44 + 2;
        end
        'h44 + 'd2: begin
            ram_oe = 1;
            t2_we = 1;
            state_next = decoded_dst;
        end
        'h50: begin
            regs_addr = decoded_d ? rg : rm;
            regs_oe = 1;
            t1_we = 1;
            state_next = decoded_exec;
        end
        'h54: begin
            t1_oe = 1;
            t2_oe = 0;
            alu_opcode = 5;
            alu_oe = 1;
            am_we = 1;
            state_next = 'h54 + 1;
        end
        'h54 + 'd1: begin
            am_oe = 1;
            state_next = 'h54 + 2;
        end
        'h54 + 'd2: begin
            ram_oe = 1;
            t1_we = 1;
            state_next = decoded_exec;
        end
        'h60: begin
            t1_oe = 1;
            case(cop[4:6])
                3'b000: begin                                
                    alu_carry = 1;
                    alu_opcode = 0;
                end
                3'b001: begin                                
                    alu_carry = 1;
                    alu_opcode = 1;
                end
                3'b010: begin                                
                    alu_carry = 0;
                    alu_opcode = 2;
                end
                3'b011: begin                                
                    alu_opcode = 3;
                end
                3'b100: alu_opcode = 7;                   
                3'b101: alu_opcode = 8;                   
                3'b110: alu_opcode = 9;                   
            endcase
            alu_oe = 1;
            t1_we = 1;
            ind_sel = 1;
            ind_we = 1;
            state_next = decoded_store;
        end
        'h64: begin
            t1_oe = 1;
            t2_oe = 1;
            case(cop[4:6])
                3'b000: begin                                
                    alu_carry = 0;
                    alu_opcode = 0;
                end
                3'b001: begin                                
                    alu_carry = ind[0];
                    alu_opcode = 0;
                end
                3'b010: begin                                
                    alu_carry = 0;
                    alu_opcode = 1;
                end
                3'b011: begin                                
                    alu_carry = ind[0];
                    alu_opcode = 1;
                end
                3'b100: alu_opcode = 4;                   
                3'b101: alu_opcode = 5;                    
                3'b110: alu_opcode = 6;                   
            endcase
            alu_oe = 1;
            t1_we = 1;
            ind_sel = 1;
            ind_we = 1;
            state_next = decoded_store;
        end
        'h70: begin
            t1_oe = 1;
            t2_oe = 0;
            alu_opcode = 5;
            alu_oe = 1;
            regs_addr = decoded_d ? rg : rm;
            regs_we = 1;
            state_next = 'h80;
        end
        'h74: begin
            t1_oe = 1;
            t2_oe = 0;
            alu_opcode = 5;
            alu_oe = 1;
            am_oe = 1;
            ram_we = 1;
            state_next = 'h74 + 1;
        end
        'h74 + 'd1: begin
            state_next = 'h80;
        end
        'h80: begin
            cp_oe = 1;
            t1_we = 1;
            state_next = 'h80 + 1;
        end
        'h80 + 'd1: begin
            t1_oe = 1;
            cp_we = 1;
            alu_oe = 1;
            alu_carry = 1;
            alu_opcode = 0;
            state_next = 'h10;
        end
        default: ;
    endcase
end
assign disp_state = state;
endmodule
==> run.sh <==
#!/bin/bash
# OpenROAD 26Q1-2900-gdf79404cd8, Yosys 0.63+post, stock flow scripts
make -C /OpenROAD-flow-scripts/flow DESIGN_CONFIG=/design/flow/config.mk WORK_HOME=/design/flow/orfs finish
==> config.mk <==
export PLATFORM = sky130hd
export DESIGN_NAME = uc
export DESIGN_NICKNAME = uc
export VERILOG_FILES = /design/flow/design.v
export SDC_FILE = /design/flow/constraint.sdc
export NUM_CORES = 4
export LEC_CHECK = 1
export CORE_AREA = 10 10 97 97
export DIE_AREA = 0 0 107 107
==> constraint.sdc <==
current_design uc

set clk_period 4.6
set clk_io_pct 0.2

create_clock -name clk0 -period $clk_period [get_ports {clk}]

set non_clock_inputs [all_inputs -no_clocks]
set_input_delay [expr $clk_period * $clk_io_pct] -clock clk0 $non_clock_inputs
set_output_delay [expr $clk_period * $clk_io_pct] -clock clk0 [all_outputs]
==> impl_metrics.tcl <==
# place-and-route summary
set metrics [dict create \
    clkSinkCount 17 \
    grt_antenna_before_repair 0 \
    dp_hpwl_um 4580 \
    place.port_buffers 49 \
    layout-drive-gt1-share_pct 5.839 \
    final_cell_mix "clkdlybuf4s50_1 (49), a21oi_1 (16), conb_1 (15)" \
    clock_power_share_pct 29.5 \
    h-tree-depth 1 \
    ys_types 57 \
    pwr-share-comb_pct 26.4 \
    synthCells 237 \
    gp_congestion 0.9281 \
    edf_count 10 \
    final_hold_viol_count 0 \
    rows 31 \
    fp_util_pct 25.84 \
    cts_tree "built" \
    top_cell_area_share_pct 15.94 \
    post_cts_resized 0 \
    ios 80 \
    rsz0062_at_grt "no" \
    remaining_drc_errors 0 \
    yosys_warnings 1 \
    grt_max_degree 23 \
    netlist_area_um2 1884 \
    post_cts_buffers 0 \
    fin_worst_skew_ps 4.651 \
    grtUsageTotal_pct 9.756 \
    max_freq_mhz 263.5 \
    insertion_delay_ps 250 \
    ys_cells 237 \
    start_kind "flop" \
    nFillCells 782 \
    yosys-stat-area_um2 1884 \
    critical_path_class "reg2out" \
    power_density_nw_per_um2 156.9 \
    seqPwrFrac_pct 44.1 \
    wl_per_cell_um 16.06 \
    warning_count 41 \
    leakagePower_uw 0.0008392 \
    clock_path_buffers 2 \
    min_period_ps 3795 \
    vias 1913 \
    synth_area_per_cell_um2 7.951 \
    vias_per_cell 5.129 \
    drtIter0Drc 126 \
    die-width_um 107 \
    die_y_um 107 \
    core_area_um2 7292 \
    dp.cells 369 \
    p_switching_uw 109.5 \
    ctsHoldBuffers 0 \
    fin_cells 373 \
    first_pass_iters 4 \
    crit_arrival_ps 2880 \
    grt_pass1_wl_um 9308 \
    clkTransAtPathRegs_ps 70 \
    status "complete, no violations" \
    max_slew_margin_pct 53.90 \
    ys_seq_share_pct 23.37 \
    ys.flops 17 \
    antenna_cells 0 \
    netSwitchingFraction_pct 28.91 \
    peakVddDrop_mv 0.1138 \
    dieArea_um2 11450 \
    hold_class "reg2reg" \
    setup_viol 0 \
    area_leaders "edfxtp_1 (16%), buf_4 (7.6%), dfxtp_1 (7.4%), a21oi_1 (4.2%), buf_2 (2.9%)" \
    ff_type "edfxtp_1" \
    fin_tns_setup_ps 0 \
    finalCritPeriodShare_pct 82.50 \
    clock-root-buffer "clkbuf_8" \
    path_max_fanout 18 \
    power_uw 378.9 \
    required_ps 3680 \
    drt_wl_total_um 5989 \
    critPathCaptureType "primary output" \
    area_delta_synth_final_pct 28.15 \
    drv_cap 0 \
    p_int_uw 269.4 \
    yosysTopAreaCell "edfxtp_1" \
    slew_viol_final 0 \
    tightest_slew_ps 685.2 \
    drtAntennaViolNets 0 \
    grt_pass1_vias 1795 \
    numCtsBuffers 3 \
    async_flop_share_pct 0 \
    grt-ovfl-total 0 \
    layout_top_cell "clkdlybuf4s50_1" \
]
critical path, cell delays in order, from the launching register on:
cell and delay, ps:
dfxtp_1 720, nand2b_1 390, nor4_1 620, a221oi_1 200, o32ai_1 170, clkdlybuf4s50_1 520
registers in the layout, indices dropped and copies added (netlist names):
signal / count
decoded_src: 3
state: 7
decoded_exec: 1
decoded_d: 1
decoded_store: 3
decoded_dst: 2
area by class of cell:
class / count / area [um2] / area share, %
inverter: 13 / 48.80 / 2.021
timing repair buffer: 55 / 535.5 / 22.18
tap: 99 / 123.9 / 5.130
clock buffer: 3 / 41.29 / 1.710
multi-input combinational: 185 / 1220 / 50.52
sequential: 17 / 440.4 / 18.24
clock inverter: 1 / 5.005 / 0.2073
metrics by stage:
stage	worst slack, ps	cell area, um2	util (%)	hold slack, ps
after global placement	991.4	2369	32.48	538.6
after CTS	825.4	2415	33.12	549.6
after detailed placement	990.4	2369	32.48	536.5
after global routing	601.7	2415	33.12	573.1
after floorplan	2001	1937	-	500.0
final	804.8	2415	33.12	538.2
worst paths after layout:
| kind | depth (start not counted) | endpoint | from | slack (ps) |
|---|---|---|---|---|
| min | 2 | state[7] | decoded_store[7] | 540 |
| max reg2reg | 4 | decoded_store[5] | state[2] | 2390 |
| max | 5 | regs_addr[0] | state[6] | 800 |
| min reg2reg | 2 | state[7] | decoded_store[7] | 540 |
metal layers:
| metal | global-route usage, % | up-vias | routed length, um |
|---|---|---|---|
| li1 | - | 938 | - |
| met1 | 13.51 | 892 | 2783 |
| met2 | 15.85 | 79 | 2811 |
| met3 | 2.365 | 4 | 372 |
| met4 | 0.4836 | 0 | 21 |
| met5 | 0 | - | 0 |
power groups by stage:
stage	registers [uW]	clock network [uW]	logic, uW
CTS	167	113	100
global route	167	118	110
finish	167	112	100
cells by family (layout without fill, tap and decap cells):
group	after synthesis	after routing	share of synthesized area, %
XOR/XNOR	5	5	2.324
adder cells (fa/ha/maj)	3	3	1.992
multiplexers	2	2	1.129
buffers and inverters	49	72	14.67
other	1	15	0.1990
AND-OR/OR-AND	66	66	24.50
flip-flops	17	17	23.37
AND/OR/NAND/NOR	94	94	31.81
Yosys cell counts (3+ instances only):
master and instances:
nor2_1 12, nor3_1 11, nand2_1 12, edfxtp_1 10, buf_1 3, or4_1 3, o21ai_0 9, dfxtp_1 7
a21oi_1 16, nor4b_1 3, a221oi_1 3, nor3b_1 4, and3_1 3, a31oi_1 6, buf_2 11, nand3b_1 3
nor4_1 3, nand2b_1 8, nand3_1 7, a32oi_1 6, buf_4 19, and2_1 3, inv_1 12, ha_1 3
nor2b_1 8, xnor2_1 3
No activity file was given, so power comes from the tool's default toggle rates.
